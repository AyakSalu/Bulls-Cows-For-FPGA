File: flow/run.sh
#!/bin/bash
# OpenROAD 26Q1-2900-gdf79404cd8, Yosys 0.63+post, stock flow scripts
make -C /OpenROAD-flow-scripts/flow DESIGN_CONFIG=/design/flow/config.mk WORK_HOME=/design/flow/orfs finish
File: flow/config.mk
export PLATFORM = sky130hd
export DESIGN_NAME = top_module
export DESIGN_NICKNAME = top_module
export VERILOG_FILES = /design/flow/design.v
export SDC_FILE = /design/flow/constraint.sdc
export NUM_CORES = 4
export LEC_CHECK = 1
export CORE_UTILIZATION = 50
File: flow/constraint.sdc
current_design top_module

set clk_period 1.6
set clk_io_pct 0.2

create_clock -name clk0 -period $clk_period [get_ports {clk}]

set non_clock_inputs [all_inputs -no_clocks]
set_input_delay [expr $clk_period * $clk_io_pct] -clock clk0 $non_clock_inputs
set_output_delay [expr $clk_period * $clk_io_pct] -clock clk0 [all_outputs]
File: flow/design.v
`timescale 1ns / 1ps
module top_module(
    input clk,
    input [15:0] sw,
    input btnC,
    output reg [6:0]seg = 0,
    output reg[3:0] an = 4'b1111,
    output reg bitti = 1'b0,
    output reg [1:0]p = 2'b11
    );
    localparam ZERO  = 7'b000_0001;   
    localparam ONE   = 7'b100_1111;   
    localparam TWO   = 7'b001_0010;   
    localparam THREE = 7'b000_0110;   
    localparam FOUR  = 7'b100_1100;   
    localparam FIVE  = 7'b010_0100;   
    localparam SIX   = 7'b010_0000;   
    localparam SEVEN = 7'b000_1111;   
    localparam EIGHT = 7'b000_0000;   
    localparam NINE  = 7'b000_0100;   
    localparam A= 7'b000_1000;
    localparam b= 7'b110_0000;
    localparam C= 7'b011_0001;
    localparam d= 7'b100_0010;
    localparam E= 7'b011_0000;
    localparam F= 7'b011_1000;
    reg [3:0] bull;
    reg [3:0] cow;
    reg[15:0] sayi0 = 0;
    reg[15:0] sayi1 = 0;
    reg[15:0] tahmin = 0;
    reg s0 = 1'b0 ,s1 = 1'b0;
    reg bitti_next,p_next;
    reg btnC_prev = 0;
    reg sira = 0,sira_next = 0;
    reg[2:0]bull_next = 0;
    reg[2:0]cow_next = 0;
    reg gir = 0;
    integer i = 0;
    integer j = 0;
    always@(posedge clk) begin
        if(btnC == 1'b1 && btnC_prev == 1'b0)
            gir = 1'b1;
        else
            gir = 1'b0;
        btnC_prev = btnC; 
    end
    always@(posedge gir) begin
        if(btnC == 1'b1) begin
             if(s0 == 1'b0 && btnC == 1'b1) begin 
                sayi0 = sw; 
                s0 = 1'b1;              
             end
             else if(s1 == 1'b0 && btnC == 1) begin
                sayi1 = sw;
                s1 = 1'b1;
             end
             else if(btnC == 1) begin
                tahmin = sw;
             end
            if(bitti == 1'b0 && s1 == 1'b1 && s0 == 1'b1) begin
                bull = 0;
                cow = 0;
                if(sira == 1'b0) begin
                    bull = bull + &(sayi1[15:12]~^tahmin[15:12]);
                    bull = bull + &(sayi1[11:8]~^tahmin[11:8]);
                    bull = bull + &(sayi1[7:4]~^tahmin[7:4]);
                    bull = bull + &(sayi1[3:0]~^tahmin[3:0]);
                    for(i = 0; i<4; i = i+1) begin               
                        for(j = 0; j<4; j = j+1) begin
                             if(i != j) begin
                                cow = cow + &(tahmin[(i*4)+3 -:4]~^sayi1[4*j+3 -:4]); 
                            end
                        end
                    end
                end
             if(sira == 1'b1) begin
                bull = bull + &(sayi0[15:12]~^tahmin[15:12]);
                bull = bull + &(sayi0[11:8]~^tahmin[11:8]);
                bull = bull + &(sayi0[7:4]~^tahmin[7:4]);
                bull = bull + &(sayi0[3:0]~^tahmin[3:0]);
                for(i = 0; i<4; i =i+1) begin         
                    for(j = 0; j<4; j = j+1) begin
                        if(i != j) begin
                        cow = cow + &(tahmin[(i*4)+3 -:4]~^sayi0[4*j+3 -:4]); 
                        end
                    end
                end
              end
             if(bull == 3'd4) begin
                bitti = 1'b1;
             end
                if(sira == 0) begin
                    p = 2'b10;
                end
                else begin
                    p = 2'b00;
                end
            end
            sira = ~sira;
        end    
    end
    reg[22:0] sayac = 0;
    reg clk_yavas = 0;
    always@(posedge clk) begin 
        if(sayac == 499) begin
            sayac = 0;
            clk_yavas = ~clk_yavas;
        end
        else begin
            sayac = sayac +1;
         end
    end
    reg[1:0] k = 0;
    always@(posedge clk) begin 
      if(k == 2'b00) begin
         an = 4'b1110;
        case(cow)
            4'h0:seg = ZERO;
            4'h1:seg = ONE;
            4'h2:seg = TWO;
            4'h3:seg = THREE;
            4'h4:seg = FOUR;
            4'h5:seg = FIVE;
            4'h6:seg = SIX;
            4'h7:seg = SEVEN;
            4'h8:seg = EIGHT;
            4'h9:seg = NINE;
            4'hA:seg = A;
            4'hB:seg = b;
            4'hC:seg = C;
            4'hD:seg = d;
            4'hE:seg = E;
            4'hF:seg = F;
        endcase
        end
        if(k == 2'b01) begin
            an = 4'b1101;
            seg = C;
        end
        if(k == 2'b10) begin  
        an = 4'b1011;
        case(bull)
            4'h0:seg = ZERO;
            4'h1:seg = ONE;
            4'h2:seg = TWO;
            4'h3:seg = THREE;
            4'h4:seg = FOUR;
            4'h5:seg = FIVE;
            4'h6:seg = SIX;
            4'h7:seg = SEVEN;
            4'h8:seg = EIGHT;
            4'h9:seg = NINE;
            4'hA:seg = A;
            4'hB:seg = b;
            4'hC:seg = C;
            4'hD:seg = d;
            4'hE:seg = E;
            4'hF:seg = F;
        endcase
        end
        if(k == 2'b11) begin
            an = 4'b0111;
            seg = b;
        end
             k = k+1;
       end
endmodule
==> flow_metrics.env <==
# physical design summary
export IMPL_dp_cells=924
export IMPL_viasPerCell=5.29
export IMPL_critPathLaunchType="flop"
export IMPL_r2r_slack_ns=0.15
export IMPL_fp_dieH_um=122
export IMPL_vdd_drop_max_mv=0.305
export IMPL_rows=43
export IMPL_synth_xor_area_share_pct=21.1
export IMPL_drive_gt1_share_pct=5.35
export IMPL_root_buffer="clkbuf_16"
export IMPL_slew_headroom_pct=36.9
export IMPL_placed_cell_area_mm2=0.00778
export IMPL_holdPathStages=1
export IMPL_instances_no_fill=928
export IMPL_grt_remaining_overflow=0
export IMPL_grt_start_max_net_pins=77
export IMPL_insertedDiodeCount=0
export IMPL_place_hpwl_um=11400
export IMPL_setup_tns_ns=0
export IMPL_ys_flop_type="edfxtp_1"
export IMPL_yosysUniqueCellTypes=59
export IMPL_cts_buffer_depth=2
export IMPL_htree_levels=1
export IMPL_report_power_total_mw=2.62
export IMPL_grt_antenna_before_repair=0
export IMPL_syn_area_mm2=0.00715
export IMPL_ios=32
export IMPL_clkLatencyLatePin_ns=0.25
export IMPL_drc_errors=0
export IMPL_grt_pass1_wl_um=24000
export IMPL_synth_warnings=1
export IMPL_ys_seq_share_pct=34.2
export IMPL_fp_util_pct=51.3
export IMPL_synth_simple_area_share_pct=10.6
export IMPL_worstPathArrival_ns=1.59
export IMPL_r2r_cells=6
export IMPL_finalClockSkew_ns=0.00564
export IMPL_hp_start="btnC"
export IMPL_drv_slew=0
export IMPL_final_setup_viol_count=0
export IMPL_chipArea_mm2=0.0148
export IMPL_hold_path_class="in -> reg"
export IMPL_power_leakage_nw=3.64
export IMPL_wl_per_cell_um=16.1
export IMPL_fin_crit_sh_pct=90.9
export IMPL_drv_cap=0
export IMPL_stdcell_area_mm2=0.00786
export IMPL_tightest_slew_ns=0.920
export IMPL_critPathCaptureType="flop"
export IMPL_unconstrained_endpoints=138
export IMPL_rsz0062_at_grt="false"
export IMPL_first_iter_violations=299
export IMPL_syn_instance_count=708
export IMPL_lay_top_cells="xor2_1 (107), inv_1 (74), ha_1 (62), edfxtp_1 (62), mux2i_1 (61)"
export IMPL_status="complete, no violations"
export IMPL_unclocked_pins=76
export IMPL_coreArea_mm2=0.0139
export IMPL_die_w_um=122
export IMPL_startpoint="k[0]"
export IMPL_antenna_left=0
export IMPL_ys_chip_area_mm2=0.00715
export IMPL_post_cts_setup_buffers=0
export IMPL_powerDensity_mw_per_mm2=333
export IMPL_avgSynthCellArea_um2=10.1
export IMPL_hold_violations=0
export IMPL_path_max_fanout=7
export IMPL_async_reset_ff_share_pct=0
export IMPL_layout_top_cell="xor2_1"
export IMPL_yosysCellCount=708
export IMPL_tool_warnings=41
export IMPL_cts_tree="done"
export IMPL_grt_pass1_vias=4557
export IMPL_synth_flops=91
export IMPL_drt_pass1_iter_count=4
export IMPL_routed_wl_um=15000
export IMPL_ys_sh_adder_pct=12.7
export IMPL_synth_mux_area_fraction_pct=9.23
export IMPL_finalWeightedCongestion=0.823
export IMPL_yosys_area_share_aoi_pct=7.13
export IMPL_area_growth_pct=10.0
export IMPL_r2r_start="k[0]"
export IMPL_path_class="reg -> reg"
export IMPL_timing_fmax_mhz=687
export IMPL_cts_made_buffers=3
export IMPL_path_clk_slew_ns=0.05
export IMPL_numPortBuffers=31
export IMPL_period_minus_slack_ns=1.45
export IMPL_top_logic_kind="XOR/XNOR gates"
export IMPL_via_count=4907
export IMPL_crit_required_ns=1.73
export IMPL_edf_count=62
export IMPL_grt_usage_pct=22.2
-- logic make-up after synthesis --
group | count (synthesis)
buf+inv | 93
mux | 65
fa+ha+maj | 69
other cells | 2
xor+xnor | 162
compound gates | 79
simple gates | 147
flops | 91
-- repair_timing --
item | 4_1_cts | 5_1_grt
hold endpoints to repair | 0 | 0
gates resized | 0 | 1
hold buffers | 0 | 0
endpoints found under the setup margin | 0 | 4
-- synthesized netlist by cell type (3+ instances only) --
| library cell | number | area [um^2] |
|---|---|---|
| xor2_1 | 107 | 937 |
| a21oi_1 | 26 | 130 |
| or3_1 | 4 | 25.0 |
| dfxtp_1 | 29 | 581 |
| inv_1 | 74 | 278 |
| fa_1 | 6 | 120 |
| o211a_1 | 3 | 30.0 |
| mux2i_1 | 61 | 611 |
| nand4_1 | 7 | 43.8 |
| o21ai_0 | 15 | 75.1 |
| xnor3_1 | 3 | 67.6 |
| xnor2_1 | 48 | 420 |
| nor3_1 | 7 | 35.0 |
| nand3_1 | 14 | 70.1 |
| a21o_1 | 6 | 45.0 |
| or2_2 | 3 | 18.8 |
| nand2_1 | 28 | 105 |
| nor2_1 | 34 | 128 |
| a211oi_1 | 3 | 22.5 |
| clkbuf_1 | 13 | 48.8 |
| a22oi_1 | 4 | 30.0 |
| nor4_1 | 28 | 175 |
| nand3b_1 | 5 | 37.5 |
| nor2b_1 | 6 | 37.5 |
| edfxtp_1 | 62 | 1860 |
| ha_1 | 63 | 788 |
-- per-stage QoR --
step,setup WS [ns],util [%],hold WS [ns]
2_1_floorplan,0.202,-,0.348
3_3_place_gp,0.142,55.8,0.364
3_5_place_dp,0.0863,55.8,0.371
4_1_cts,0.0592,56.4,0.186
5_1_grt,0.0165,56.4,0.191
6_report,0.145,56.4,0.191
-- worst max-delay path: stages, from the launching register on --
cell,delay [ns]
dfxtp_1,0.38
inv_1,0.11
ha_2,0.24
buf_4,0.16
a22oi_1,0.16
nor2_1,0.06
a211o_1,0.23
-- report_power, final --
part           internal (mW)  switching, mW  total, mW  leakage [nW]
clock                  0.334          0.166      0.501        0.0409
combinational          0.637          0.872       1.51          2.77
sequential             0.587         0.0179      0.605         0.832
total                   1.56           1.06       2.62          3.64
-- per-layer routing --
layer | wire [um] | part of all wire (%) | GRT usage, % | vias up
li1 | - | - | - | 2524
met1 | 7130 | 48 | 34.6 | 2292
met2 | 7030 | 47 | 35.9 | 77
met3 | 515 | 3.4 | 2.29 | 14
met4 | 291 | 1.9 | 3.55 | 0
met5 | 0 | 0 | 0 | -
-- worst paths after layout --
| check | end |
|---|---|
| worst min-delay path | btnC_prev |
| worst max register to register | seg[6] |
| worst max-delay path | seg[6] |
| worst min register to register | gir |
-- cell type report --
| type | instances | area, um^2 |
|---|---|---|
| flip-flops and latches | 91 | 2440 |
| fillers | 1225 | 6070 |
| multi-input cells | 525 | 4360 |
| clock buffers | 3 | 75.1 |
| repair buffers | 54 | 478 |
| clock inverters | 1 | 5.00 |
| well taps | 180 | 225 |
| inverters | 74 | 278 |
No activity file was given, so power comes from the tool's default toggle rates.
